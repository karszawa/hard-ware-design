**design.v**
```verilog
module fifo(Din, Dout, Wen, Ren, rst, ck, Fempty, Ffull);
  input [7:0] Din;
  output [7:0] Dout;
  input Wen, Ren;
  output Fempty, Ffull;
  input rst, ck;
  reg [7:0] FMEM[0:15];
  reg [3:0] Wptr, Rptr;
  reg Fempty, Ffull;
  reg [7:0] obuf;
  wire [3:0] NWptr, NRptr;
  always @(posedge ck) begin
    if( !rst ) begin
      if (Wen == 0) begin
        FMEM[Wptr] <= Din;
        Wptr <= Wptr + 1;
      end else begin
        Rptr <= Rptr + 1;
      end
    end else begin
      Wptr <= 0;
      Rptr <= 0;
    end
  end
  assign Dout = FMEM[Rptr];
endmodule
```
**run.sh**
```bash
#!/bin/bash
# OpenROAD 26Q1-2900-gdf79404cd8, Yosys 0.63+post, stock flow scripts
make -C /OpenROAD-flow-scripts/flow DESIGN_CONFIG=/design/flow/config.mk WORK_HOME=/design/flow/orfs finish
```
**config.mk**
```make
export PLATFORM = sky130hd
export DESIGN_NAME = fifo
export DESIGN_NICKNAME = fifo
export VERILOG_FILES = /design/flow/design.v
export SDC_FILE = /design/flow/constraint.sdc
export NUM_CORES = 4
export LEC_CHECK = 1
export CORE_UTILIZATION = 50
```
**constraint.sdc**
```tcl
current_design fifo

set clk_period 3.5
set clk_io_pct 0.2

create_clock -name clk0 -period $clk_period [get_ports {ck}]

set non_clock_inputs [all_inputs -no_clocks]
set_input_delay [expr $clk_period * $clk_io_pct] -clock clk0 $non_clock_inputs
set_output_delay [expr $clk_period * $clk_io_pct] -clock clk0 [all_outputs]
```
==> flow_summary.toml <==
# generated from flow reports
[cts]
ctsHoldBuffers = 0
cts_setup_buffers = 0
cts_made_buffers = 17
htree_levels = 4
cts_tree = "done"
clk_pin_slew_ns = 0.06
cts_root_buffer = "clkbuf_8"
cts.sinks = 140
cts_resized = 0
cts_buffer_depth = 2
clk_latency_ns = 0.51

[setup_path]
max_stage_delay_ns = 0.51
cp-start-kind = "register"
cp.required_ns = 2.80
arrival_ns = 2.57
cp_top_family = "buffers and inverters"
crit_chain = "buf_4 -> mux4_2 -> a22oi_1 -> nand2_1 -> clkdlybuf4s50_1"
critPathCaptureType = "output pin"
critPathSlowestCell = "mux4_2"
crit_buf_inv = 2
criticalPathCategory = "register to output pin"
reg2reg_from = "Wptr[3]"
critPathMaxFanout = 12

[power_and_ir_drop]
pwr-share-seq_pct = 50.0
combPwrFrac_pct = 5.8
switchingPower_uw = 762
power_density_nw_per_um2 = 587
p_sw_share_pct = 20.5
ir_drop_uv = 321
intPower_mw = 2.96
clkPwrFrac_pct = 44.3
power.leakage_nw = 2.08
power_mw = 3.72

[grt]
grt.total_usage_pct = 20.2
antenna_found_initial = 0
grt_pass1_wl_um = 14600
grt_overflow_total = 0
grt_start_max_net_pins = 33
grt_pass1_vias = 2612

[final_timing]
timing.final.ws_setup_ns = 0.225
worst_slew_pin_slew_ns = 0.753
hold_slack_ns = 0.528
layout_min_cycle_time_ns = 3.27
fmax_ghz = 0.305
setup_viol = 0
tns_ns = 0
rsz0062_at_grt = "false"
drv_slew = 0
finalCritPeriodShare_pct = 93.6
finalClockSkew_ns = 0.00728
slew_headroom_pct = 49.6
final_hold_viol_count = 0

[placement]
dp_hpwl_um = 5750
dp_worst_setup_slack_ns = 0.586
port_buffers = 18
place_congestion = 0.768

[logic_synthesis]
area_leaders = "edfxtp_1 70%, mux4_2 7.4%, mux4_1 6.7%"
synth_cells = 263
synth_area_sq_um = 5480
ys_ff = 140
top_cell_area_share_pct = 70.2
synth_area_per_cell_sq_um = 20.8
ys_async_sr_fraction_pct = 0
top_area_cell = "edfxtp_1"
ys_area_sq_um = 5480
synth_stat.cells = 263
synth_warnings = 3
edf_count = 128
ys_seq_share_pct = 74.5
ys.flop_type = "edfxtp_1"
ys_types = 26

[floorplan]
chipArea_sq_um = 11400
die_w_um = 107
coreArea_sq_um = 10500
rows = 37
die_h_um = 107
num_io_pins = 22
fp-utilization_pct = 52.4

[run_status]
status = "finished clean"

[detailed_routing]
avgViaCountPerCell = 5.63
wire_per_inst_um = 21.8
ant_nets = 0
drc = 0
drt_first_pass_iters = 4
drt_iter0_markers = 105
vias = 2477
postRouteWirelength_um = 9590
insertedDiodeCount = 0

[finish]
fillers = 756
drive_gt1_share_pct = 18.1
syn_to_final_growth_pct = 15.7

[job]
cap_violations = 0
tool_warnings = 29

[min_path]
min-delay-path-class = "register to register"
hold_start = "Rptr[3]"
[metal layers]
layer  global-route usage, %  up-vias  wire (um)
met5                       0        -          0
met3                    11.5        5       1010
met1                    30.7     1232       3750
li1                        -     1138          -
met2                    30.1      102       4750
met4                    1.96        0         74
[tightest hold or removal path, cell delays in order, from the launching register on]
cell     delay, ns
dfxtp_1       0.32
xor2_1        0.06
nor2_1        0.11
[metrics by stage]
step,util (%),cell area (sq um),instances
finish,60.6,6340,440
floorplan,-,5480,264
global route,60.6,6340,440
global placement,55.1,5770,408
detailed placement,55.1,5770,408
CTS,60.5,6330,440
[state kept, by name (all words and copies together) (netlist names), named ones only]
register  cells
FMEM        128
Rptr          4
Wptr          4
[layout by cell type, fill, tap and decap left out, drive strengths merged, types with 8 or more instances in the layout]
master,Yosys,routed
clkdlybuf4s50,0,18
mux4,32,32
dfxtp,12,12
nand2,9,9
nor2,10,10
a22oi,16,16
edfxtp,128,128
and2,17,17
clkbuf,2,20
inv,2,8
[power groups by stage]
stage     clock [mW]  sequential [mW]  combinational [mW]
6_report        1.65             1.86               0.214
5_1_grt         1.75             1.86               0.236
4_1_cts         1.69             1.86               0.219
[final timing paths]
check	endpoint	slack, ns	cells past startpoint
setup reg to reg	FMEM[15][1]	1.68	2
hold / removal	Rptr[3]	0.53	2
hold reg to reg	Rptr[3]	0.53	2
setup / recovery	Dout[6]	0.23	5
[cell type report]
type / count / area, sq um / area share (%)
inverter: 2 / 7.51 / 0.118
sequential: 140 / 4090 / 64.5
multi-input combinational: 108 / 1280 / 20.2
clock inverter: 12 / 77.6 / 1.22
clock buffer: 20 / 489 / 7.72
timing repair buffer: 22 / 223 / 3.51
tap: 136 / 170 / 2.69
[Yosys cell counts (2+ instances only)]
cell	number
a22oi_1	16
and2_1	17
buf_2	3
buf_4	3
buf_6	3
clkbuf_1	2
clkdlybuf4s25_2	3
dfxtp_1	12
edfxtp_1	128
ha_1	5
inv_1	2
mux2i_1	2
mux4_1	14
mux4_2	18
nand2_1	9
nor2_1	10
nor2b_1	2
nor4b_1	2
xnor2_1	2
xor2_1	4
[cells by family (layout without fill, tap and decap cells)]
family,after synthesis,after routing,share of synthesized area [%]
AOI/OAI and AO/OA,16,16,2.19
xor gates and xnor gates,6,6,0.959
adders and majority gates,5,5,1.14
buffers and inverters,16,56,2.12
DFF,140,140,74.5
muxes,34,34,14.5
other,1,2,0.0684
and+or+nand+nor,45,45,4.50
Power is estimated from default activity; no workload was simulated.
