==> design/flow/run.sh <==
#!/bin/bash
# OpenROAD 26Q1-2900-gdf79404cd8, Yosys 0.63+post, stock flow scripts
make -C /OpenROAD-flow-scripts/flow DESIGN_CONFIG=/design/flow/config.mk WORK_HOME=/design/flow/orfs finish
==> design/flow/config.mk <==
export PLATFORM = sky130hd
export DESIGN_NAME = mul
export DESIGN_NICKNAME = mul
export VERILOG_FILES = /design/flow/design.v
export SDC_FILE = /design/flow/constraint.sdc
export NUM_CORES = 4
export LEC_CHECK = 1
export CORE_UTILIZATION = 30
==> design/flow/constraint.sdc <==
current_design mul

set clk_period 5.7
set clk_io_pct 0.2

create_clock -name clk0 -period $clk_period [get_ports {ck}]

set non_clock_inputs [all_inputs -no_clocks]
set_input_delay [expr $clk_period * $clk_io_pct] -clock clk0 $non_clock_inputs
set_output_delay [expr $clk_period * $clk_io_pct] -clock clk0 [all_outputs]
==> design/flow/design.v <==
module mul(A, B, O, ck, start, fin);
  input [7:0] A, B;
  input ck, start;
  output [16:0] O;
  output fin;
  reg [7:0] INA, INB;
  reg [3:0] st;
  reg [16:0] tmp;
  always @(posedge ck) begin
    if ( start == 1 ) begin
      INA <= A;
      INB <= B;
      st <= 0;
      tmp <= 0;
    end else begin
      tmp <= (tmp << 1) + INA * INB [7 - st];
      st <= st + 1;
    end
  end
  assign fin = (st == 8 ? 1 : 0);
  assign O = tmp;
endmodule
==> impl_metrics.toml <==
# generated from flow reports
[outcome]
outcome = "finished, final reports clean"

[layout]
final.fill_count = 558
final-comb-area_um2 = 830
final_area_um2 = 2280
regArea_um2 = 901
syn2layout_area_growth_pct = 29.1
layout-drive-gt1-share_pct = 8.54

[sta]
clock_skew_ps = 3.09
setup-tns-final_ps = 0
fmax_mhz = 310
period_minus_slack_ps = 3230
worstMarginPinSlew_ps = 594
rsz0062_at_grt = "false"
finalSetupViolations = 0
min_period_over_period_pct = 56.6
hold_violations = 0
slew_headroom_pct = 60.4
final_max_slew_viol_count = 0

[clocking]
cts_made_buffers = 5
cts.repair.resized = 0
cts_root_buf = "clkbuf_8"
cts_tree = "done"
clk_pin_slew_ps = 70
ctsHoldBuffers = 0
cts.path.max_buffers = 2
clkLatencyLatePin_ps = 280
htree_levels = 2
postCtsSetupRepairBufs = 0
cts.sinks = 37

[route]
drtIter0Drc = 101
postRouteWirelength_um = 3270
drt_pass1_iterations = 4
ant_nets = 0
drc = 0
antenna_cells = 0
vias = 1282
viasPerCell = 4.73
avgRoutedWirePerCell_um = 12.0

[critical_path]
rr_startpoint = "st[0]$_SDFF_PP0_"
crit_start = "st[0]$_SDFF_PP0_"
worstSetupStartpointType = "flip-flop"
reg2reg_slack_ps = 2470
critical_path_class = "flip-flop to flip-flop"
cp_cell_sequence = "mux4_2 -> mux2i_1 -> nor2_1 -> and2_1 -> ha_1 -> inv_1 -> fa_1 -> nor2b_1 -> o2111ai_1 -> a31oi_1 -> mux2_2"
path_max_fanout = 8
cp_slowest_cell = "fa_1"
cp.required_ps = 5880
endpoint_kind = "flip-flop"
crit_arrival_ps = 3410
cp_slowest_stage_delay_ps = 380

[worst_hold_path]
hold_path.class = "flip-flop to flip-flop"
hold_start = "tmp[13]$_SDFF_PP0_"

[yosys]
ys.flops = 37
yosys.area_share.aoi_pct = 12.5
yosysUniqueCellTypes = 42
synthArstFlopShare_pct = 0
yosys.area.top_type = "edfxtp_1"
synth_area_um2 = 1770
synth_dominant_cell_count = "dfxtp_1"
synth-xor-area-share_pct = 1.98
common_cells = "dfxtp_1 (21), edfxtp_1 (16), nor2_1 (13), ha_1 (9)"
ys_sh_mux_pct = 5.52
ff_type = "dfxtp_1"
edf_count = 16
netlist_instances = 158
yosys_cells = 158
ys_sh_simple_pct = 19.5
synth.cellmix.adderShare_pct = 7.50
synth.yosys.seq_area_share_pct = 51.0
yosys-stat-area_um2 = 1770
avgSynthCellArea_um2 = 11.2
area_leaders = "edfxtp_1 (27%), dfxtp_1 (24%), ha_1 (6.4%)"
yosysWarnings = 1
top_area_share_pct = 27.2
logic_family = "simple AND/OR/NAND/NOR gates"

[power]
power_leakage_nw = 0.833
ir_worst_vdd_v = 0.000129
pwr_density_cell_nw_per_um2 = 290

[floorplanning]
ios = 36
fp-utilization_pct = 31.5
die_height_um = 78.8
core_um2 = 5610
die_w_um = 78.8
rows = 27
chipArea_um2 = 6200

[place]
dp_hpwl_um = 2260
gp_congestion = 0.786
place_area_um2 = 2200
numPortBuffers = 35

[job]
drv_cap = 0
warning_count = 26

[global_routing]
grt_pass1_wl_um = 5830
grt_use_total_pct = 12.2
grt_max_degree = 49
gr-total-overflow = 0
antenna_found_initial = 0
grt_pass1_vias = 1276
logic make-up (layout without fill, tap and decap cells):
| kind of cell | count (synthesis) | count (layout) |
|---|---|---|
| AOI/OAI and AO/OA | 29 | 29 |
| xor gates and xnor gates | 4 | 4 |
| adders and majority gates | 10 | 10 |
| buffers and inverters | 10 | 51 |
| DFF | 37 | 37 |
| muxes | 7 | 7 |
| and+or+nand+nor | 61 | 61 |
worst paths after layout:
check        cells after the start                 end
max                             11   tmp[9]$_SDFF_PP0_
max reg2reg                     11   tmp[9]$_SDFF_PP0_
min reg2reg                      2  tmp[14]$_SDFF_PP0_
min                              2  tmp[14]$_SDFF_PP0_
state kept, by name (all words and copies together), names as in the netlist:
name and flops:
st 4, INA 8, INB 8, tmp 17
cell usage in the layout (no fill, tap or decap), types with 2 or more instances in the layout:
master           synthesis  final
mux2i_1                  3      3
nor3b_1                  2      2
nor2_1                  13     13
o21ai_0                  3      3
nand2_1                  3      3
a21o_1                   2      2
clkbuf_8                 0      5
or4_1                    2      2
o21a_1                   2      2
nor3_1                   5      5
nand3_1                  6      6
xnor2_1                  2      2
dfxtp_1                 21     21
ha_1                     9      9
o211ai_1                 2      2
a31oi_1                  2      2
nand2b_1                 2      2
or3_2                    2      2
o31ai_1                  2      2
a2111o_1                 3      3
edfxtp_1                16     16
inv_1                    7      7
nor4_1                   2      2
a21oi_1                  7      7
nand4_1                  4      4
mux4_2                   2      2
and2_1                   8      8
nor2b_1                  8      8
clkinv_2                 0      2
mux2_2                   2      2
clkdlybuf4s50_1          0     34
xor2_1                   2      2
area by class of cell:
type                       count  area share (%)
tap                           72            3.95
inverter                       7            1.15
sequential                    37            39.5
clock inverter                 2           0.439
clock buffer                   6            3.18
timing repair buffer          36            15.5
multi-input combinational    111            36.3
where the power goes:
part | internal [mW] | leakage, nW | switching [mW]
clock | 0.0847 | 0.0450 | 0.0899
combinational | 0.0875 | 0.460 | 0.0685
sequential | 0.307 | 0.329 | 0.0247
per-stage QoR:
stage | utilization, % | power [mW] | std cells | hold WS [ps] | setup slack (ps)
3_3_place_gp | 39.2 | 0.494 | 263 | 487 | 2530
5_1_grt | 40.7 | 0.708 | 271 | 549 | 2160
2_1_floorplan | - | 0.421 | 158 | 452 | 2880
6_report | 40.7 | 0.662 | 271 | 505 | 2470
3_5_place_dp | 39.2 | 0.494 | 263 | 489 | 2500
4_1_cts | 40.7 | 0.674 | 271 | 509 | 2450
metal layers:
| layer | up-vias | part of all wire, % | global-route usage [%] |
|---|---|---|---|
| met1 | 573 | 51 | 19.8 |
| met2 | 29 | 42 | 17.3 |
| met4 | 0 | 1.6 | 1.67 |
| met3 | 8 | 5.6 | 3.15 |
| met5 | - | 0 | 0 |
| li1 | 672 | - | - |
critical path, delay by kind of cell, from the launching register on:
kind | cells | cell delay [ps]
compound gates | 2 | 590
fa+ha+maj | 2 | 570
buf+inv | 1 | 60
flops | 1 | 370
mux | 3 | 780
simple gates | 3 | 750
Power and IR drop assume default switching activity.
