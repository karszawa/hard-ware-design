**design.v**
```verilog
module alu(A, B, O, CTR, ck);
  input [7:0] A, B;
  input [3:0] CTR;
  input ck;
  output [7:0] O;
  reg [7:0] INA, INB, O;
  reg [3:0] C;
  wire [7:0] OUT;
  always @(posedge ck) begin
    INA <= A;
    INB <= B;
    C <= CTR;
    O <= OUT;
  end
  assign OUT =
    (C == 'b0000 ? INA + INB :
    (C == 'b0001 ? INA - INB :
    (C == 'b1000 ? INA & INB :
    (C == 'b1001 ? INA | INB :
    (C == 'b1010 ? INA ^ INB :
    (C == 'b1011 ? ~INA :
    (C == 'b1100 ? { 1'b0, INA[7:1] }:
    (C == 'b1101 ? { INA[6:0], 1'b0 }:
    (C == 'b1110 ? { INA[0], INA[7:1] } :
    (C == 'b1111 ? { INA[6:0], INA[7] } : 0
    ))))))))));
endmodule
```
**run.sh**
```bash
#!/bin/bash
# OpenROAD 26Q1-2900-gdf79404cd8, Yosys 0.63+post, stock flow scripts
make -C /OpenROAD-flow-scripts/flow DESIGN_CONFIG=/design/flow/config.mk WORK_HOME=/design/flow/orfs finish
```
**config.mk**
```make
export PLATFORM = sky130hd
export DESIGN_NAME = alu
export DESIGN_NICKNAME = alu
export VERILOG_FILES = /design/flow/design.v
export SDC_FILE = /design/flow/constraint.sdc
export NUM_CORES = 4
export LEC_CHECK = 1
export CORE_UTILIZATION = 30
```
**constraint.sdc**
```tcl
current_design alu

set clk_period 3.3
set clk_io_pct 0.2

create_clock -name clk0 -period $clk_period [get_ports {ck}]

set non_clock_inputs [all_inputs -no_clocks]
set_input_delay [expr $clk_period * $clk_io_pct] -clock clk0 $non_clock_inputs
set_output_delay [expr $clk_period * $clk_io_pct] -clock clk0 [all_outputs]
```
==> run_summary.xml <==
<?xml version="1.0" encoding="UTF-8"?>
<metrics>
  <group name="logic_synthesis">
    <metric name="synth_seq_share" unit="">0.3073</metric>
    <metric name="ys_dominant_reg_cell" unit="">sky130_fd_sc_hd__dfxtp_1</metric>
    <metric name="post_synthesis_share_of_cell_area_spent_on_and_or_nand_and_nor_gates" unit="">0.09945</metric>
    <metric name="yosys-stat-cells" unit="">196</metric>
    <metric name="synth.cell_area" unit="sq um">1824</metric>
    <metric name="synth_cell_types" unit="">45</metric>
    <metric name="xor_xnor_portion_of_the_synthesized_cell_area" unit="">0.02401</metric>
    <metric name="postSynthAreaPerCell" unit="sq um">9.307</metric>
    <metric name="synth-async-reset-ratio" unit="">0</metric>
    <metric name="syn-instance-count" unit="">196</metric>
    <metric name="synth-edff-count" unit="">0</metric>
    <metric name="ys.warnings.count" unit="">1</metric>
    <metric name="yosys.area_share.adder" unit="">0.1797</metric>
    <metric name="ys_ff" unit="">28</metric>
    <metric name="synth.mux.area_fraction" unit="">0.1392</metric>
    <metric name="synth.cellmix.compoundShare" unit="">0.1708</metric>
    <metric name="synthTopLogicFamily" unit="">adder cells</metric>
    <metric name="ys_chip_area" unit="sq um">1824</metric>
  </group>
  <group name="clock_tree">
    <metric name="cts.sinks" unit="">28</metric>
    <metric name="cts_root_buffer" unit="">sky130_fd_sc_hd__clkbuf_8</metric>
    <metric name="cts_hold_buffers" unit="">0</metric>
    <metric name="worst_skew_pair_latency" unit="ns">0.28</metric>
    <metric name="cts.path.max_buffers" unit="">2</metric>
    <metric name="cts_buffers" unit="">3</metric>
    <metric name="post_cts_buffers" unit="">0</metric>
    <metric name="cts_tree" unit="">yes</metric>
    <metric name="htree_levels" unit="">1</metric>
    <metric name="worst_setup_hold_path_clk_slew" unit="ns">0.10</metric>
    <metric name="cts-resized-gates" unit="">0</metric>
  </group>
  <group name="pwr">
    <metric name="clkPwrFrac" unit="">0.268</metric>
    <metric name="vdd_ir_drop_max" unit="uV">146.9</metric>
    <metric name="switching_share" unit="">0.2755</metric>
    <metric name="share_seq_of_total_power" unit="">0.477</metric>
    <metric name="comb_power_share" unit="">0.255</metric>
    <metric name="power_switching" unit="mW">0.2241</metric>
    <metric name="design_power_total" unit="mW">0.8134</metric>
    <metric name="power.density" unit="nW/um^2">366.9</metric>
    <metric name="intPower" unit="mW">0.5893</metric>
    <metric name="cellLeakagePower" unit="nW">0.9673</metric>
  </group>
  <group name="final_timing">
    <metric name="achievable-frequency" unit="MHz">452.5</metric>
    <metric name="worst-slew-pin-transition" unit="ns">0.7461</metric>
    <metric name="fin_setup_tns" unit="ns">0</metric>
    <metric name="setup_viol" unit="">0</metric>
    <metric name="timing.slew.headroom" unit="">0.4987</metric>
    <metric name="finalHoldViolCount" unit="">0</metric>
    <metric name="timing_max_transition_violations_final" unit="">0</metric>
    <metric name="fin_worst_skew" unit="ns">0.002675</metric>
    <metric name="final.min_clock_period" unit="ns">2.210</metric>
    <metric name="timing.final.crit_share" unit="">0.6696</metric>
    <metric name="rsz0062_at_grt" unit="">false</metric>
  </group>
  <group name="routing">
    <metric name="detailedRoute.firstPassIterationCount" unit="">4</metric>
    <metric name="drt-total-wl" unit="mm">3.710</metric>
    <metric name="route.detailed.vias_per_inst" unit="">4.885</metric>
    <metric name="detail_route.antenna_diodes" unit="">0</metric>
    <metric name="dr_total_vias" unit="">1446</metric>
    <metric name="avg_wl_per_cell" unit="um">12.53</metric>
    <metric name="first_iter_violations" unit="">94</metric>
    <metric name="drc_errors" unit="">0</metric>
    <metric name="drt.antenna.violating_nets" unit="">0</metric>
  </group>
  <group name="setup_path">
    <metric name="worst_setup_path_end_kind" unit="">flip-flop</metric>
    <metric name="cp-start-kind" unit="">flip-flop</metric>
    <metric name="crit_path_cell_trace" unit="">inv_1, fa_1, nand3b_1, nand2_1, a21oi_1, o21bai_1, mux2_2, nor3_1</metric>
    <metric name="timing.setup.critical_path_class" unit="">reg2reg</metric>
    <metric name="rr_endpoint" unit="">O[6]</metric>
    <metric name="cp_slowest_stage_delay" unit="ns">0.47</metric>
    <metric name="worst-endpoint-required" unit="ns">3.51</metric>
    <metric name="timing.rr.start" unit="">INA[1]</metric>
    <metric name="critPathArrivalTime" unit="ns">2.42</metric>
    <metric name="depth_of_the_worst_register_to_register_path" unit="">8</metric>
    <metric name="cpMaxStageDelayCell" unit="">sky130_fd_sc_hd__dfxtp_1</metric>
    <metric name="regToRegSetupSlack" unit="ns">1.09</metric>
    <metric name="worst-path-max-fanout" unit="">6</metric>
  </group>
  <group name="global_routing">
    <metric name="antenna_violations_before_repair" unit="">0</metric>
    <metric name="global_route.overflow_total" unit="">0</metric>
    <metric name="largest_net_degree_at_the_start_of_global_routing" unit="">20</metric>
    <metric name="global_route.usage.total" unit="">0.1257</metric>
    <metric name="grt_first_pass_wirelength" unit="mm">6.203</metric>
    <metric name="grt_pass1_vias" unit="">1351</metric>
  </group>
  <group name="placement">
    <metric name="finalWeightedCongestion" unit="">0.8329</metric>
    <metric name="hpwl" unit="mm">2.807</metric>
    <metric name="place.port_buffers" unit="">28</metric>
  </group>
  <group name="run">
    <metric name="timing.max_cap.violations" unit="">0</metric>
    <metric name="warning_count" unit="">40</metric>
  </group>
  <group name="hold_path">
    <metric name="holdCritPathClass" unit="">reg2reg</metric>
    <metric name="hold_end" unit="">O[3]</metric>
    <metric name="hold-path-cell-count" unit="">2</metric>
    <metric name="hold_start" unit="">C[3]</metric>
  </group>
  <group name="finish">
    <metric name="drive_above_1_share" unit="">0.09050</metric>
    <metric name="final-seq-area" unit="sq um">560.5</metric>
    <metric name="fillCellCount" unit="">602</metric>
    <metric name="flow.area_growth_from_synthesis" unit="%">21.54</metric>
    <metric name="multiInputGateArea" unit="sq um">1119</metric>
  </group>
  <group name="die">
    <metric name="floorplan.core_util" unit="">0.3099</metric>
    <metric name="die_h" unit="um">79.98</metric>
    <metric name="fp.coreArea" unit="sq um">5886</metric>
    <metric name="num_rows" unit="">28</metric>
    <metric name="chipArea" unit="sq um">6397</metric>
    <metric name="top_level_ports" unit="">29</metric>
    <metric name="floorplan.die.width" unit="um">79.98</metric>
  </group>
  <group name="outcome">
    <metric name="result_of_the_run" unit="">complete, no violations</metric>
  </group>
</metrics>
power groups by stage:
stage | clock [mW] | sequential (mW) | combinational, mW
after CTS | 0.226 | 0.388 | 0.208
after global routing | 0.245 | 0.392 | 0.232
final | 0.218 | 0.388 | 0.208
layout make-up:
| cell class | count | area share |
|---|---|---|
| multi-input combinational | 134 | 0.5045 |
| sequential | 28 | 0.2528 |
| timing repair buffer | 30 | 0.1332 |
| inverter | 25 | 0.04232 |
| tap | 75 | 0.04232 |
| clock buffer | 4 | 0.02483 |
registers in the layout, summed over array words and instances (netlist names):
register and count:
INA 8, INB 8, O 8, C 4
cells in the final DEF, fill, tap and decap left out, types with 3 or more instances in the layout:
| master | synthesis | final |
|---|---|---|
| sky130_fd_sc_hd__xnor2_1 | 5 | 5 |
| sky130_fd_sc_hd__nand3_1 | 3 | 3 |
| sky130_fd_sc_hd__ha_1 | 23 | 23 |
| sky130_fd_sc_hd__o211ai_1 | 4 | 4 |
| sky130_fd_sc_hd__mux4_2 | 5 | 5 |
| sky130_fd_sc_hd__nand2_1 | 11 | 11 |
| sky130_fd_sc_hd__dfxtp_1 | 28 | 28 |
| sky130_fd_sc_hd__inv_1 | 25 | 25 |
| sky130_fd_sc_hd__nor2_1 | 8 | 8 |
| sky130_fd_sc_hd__nor3_1 | 7 | 7 |
| sky130_fd_sc_hd__a31oi_1 | 3 | 3 |
| sky130_fd_sc_hd__clkdlybuf4s50_1 | 0 | 28 |
| sky130_fd_sc_hd__clkbuf_8 | 0 | 4 |
| sky130_fd_sc_hd__a21oi_1 | 12 | 12 |
| sky130_fd_sc_hd__o21ai_0 | 11 | 11 |
| sky130_fd_sc_hd__nor2b_1 | 3 | 3 |
| sky130_fd_sc_hd__mux2i_1 | 7 | 7 |
| sky130_fd_sc_hd__mux2_2 | 5 | 5 |
through the flow:
step	setup WS (ns)	hold WS, ns	util	std cells	instance area, sq um
floorplan	1.306	0.5767	-	196	1824
global placement	1.122	0.6484	0.3673	292	2162
detailed placement	1.152	0.6668	0.3673	292	2162
CTS	1.101	0.6817	0.3767	296	2217
global route	0.9152	0.7262	0.3767	296	2217
finish	1.090	0.6899	0.3767	296	2217
routing by layer:
metal | vias to the layer above | wire (um) | track usage | part of all wire
met4 | 0 | 15 | 0.01964 | 0.0040
li1 | 734 | - | - | -
met5 | - | 0 | 0 | 0
met2 | 44 | 1686 | 0.1949 | 0.45
met1 | 664 | 1805 | 0.1895 | 0.49
met3 | 4 | 203 | 0.02204 | 0.055
worst max path at each step:
| stage | startpoint | to | slack (ns) | depth (start not counted) |
|---|---|---|---|---|
| final | INA[1] | O[6] | 1.09 | 8 |
| after CTS | INA[1] | O[6] | 1.10 | 8 |
| after global routing | INA[1] | O[6] | 0.92 | 8 |
cells in the mapped netlist, types with 2 or more instances:
cell type,instances,share of area
sky130_fd_sc_hd__o21ai_0,11,0.030
sky130_fd_sc_hd__a211oi_1,2,0.0082
sky130_fd_sc_hd__dfxtp_1,28,0.31
sky130_fd_sc_hd__xnor2_1,5,0.024
sky130_fd_sc_hd__fa_1,2,0.022
sky130_fd_sc_hd__mux2_2,5,0.031
sky130_fd_sc_hd__nand2_1,11,0.023
sky130_fd_sc_hd__nand3_1,3,0.0082
sky130_fd_sc_hd__o21bai_1,2,0.0082
sky130_fd_sc_hd__mux4_2,5,0.062
sky130_fd_sc_hd__nor2_1,8,0.016
sky130_fd_sc_hd__ha_1,23,0.16
sky130_fd_sc_hd__buf_2,5,0.014
sky130_fd_sc_hd__a21oi_1,12,0.033
sky130_fd_sc_hd__mux2i_1,7,0.038
sky130_fd_sc_hd__inv_1,25,0.051
sky130_fd_sc_hd__nor2b_1,3,0.010
sky130_fd_sc_hd__o211ai_1,4,0.016
sky130_fd_sc_hd__a31oi_1,3,0.010
sky130_fd_sc_hd__nor3_1,7,0.019
kinds of logic after synthesis:
kind of cell,after synthesis
AND-OR/OR-AND,48
XOR/XNOR,5
adder cells (fa/ha/maj),25
buffers and inverters,34
flip-flops,28
multiplexers,18
AND/OR/NAND/NOR,38
critical path: cells and delay by family, from the launching register on:
kind,cells,cell delay (ns)
buf+inv,1,0.16
simple gates,3,0.45
fa+ha+maj,1,0.47
mux,1,0.35
flops,1,0.47
compound gates,2,0.25
Power and IR drop assume default switching activity.
